### ./config.mk
export PLATFORM = sky130hd
export DESIGN_NAME = crc_calc
export DESIGN_NICKNAME = crc_calc
export VERILOG_FILES = /design/flow/design.v
export SDC_FILE = /design/flow/constraint.sdc
export NUM_CORES = 4
export LEC_CHECK = 1
export CORE_UTILIZATION = 30
### ./design.v
`timescale 1ns / 1ps
module crc_calc(
    input clk,
    input rst,
    input [31:0] din,
    input din_en,
    input sop,
    input eop,
    input inv_crc,
    output reg [15:0] crc_dout,
    output crc_rdy
    );
    reg [31 : 0] crc_lo;
    reg [31 : 0] crc_hi;
    reg [31 : 0] crc32;
    reg [31 : 0] crc16;
    reg [2 : 0] crc_calc_state;
    always @(posedge clk) begin
        if(rst == 1) begin
            crc_calc_state <= 0;
            crc_dout <= 16'h0000;
        end else begin
            case(crc_calc_state)
                0: begin 
                    if(din_en == 1) begin
                        if(sop == 1) begin
                            crc_lo <= {16'h0000, din[15 : 0]};
                            crc_hi <= {16'h0000, din[31 : 16]};        
                        end else begin
                            crc_lo <= crc_lo + din[15 : 0];
                            crc_hi <= crc_hi + din[31 : 16];
                        end                        
                        if(eop == 1) begin
                            crc_calc_state <= 1;
                        end
                    end
                end
                1: begin
                    crc32 <= crc_hi + crc_lo;
                    crc_calc_state <= 2;        
                end
                2: begin
                    crc16 <= crc32[15 : 0] + crc32[31 : 16];
                    crc_calc_state <= 3;    
                end
                3: begin
                    if(inv_crc == 1) begin
                        crc_dout <= ~crc16;
                    end else begin
                        crc_dout <= crc16;
                    end
                    crc_calc_state <= 4;    
                end
                4: begin                                
                    crc_calc_state <= 0;    
                end
            endcase    
        end
    end
    assign crc_rdy = (crc_calc_state == 4);                   
endmodule
### ./run.sh
#!/bin/bash
# OpenROAD 26Q1-2900-gdf79404cd8, Yosys 0.63+post, stock flow scripts
make -C /OpenROAD-flow-scripts/flow DESIGN_CONFIG=/design/flow/config.mk WORK_HOME=/design/flow/orfs finish
### ./constraint.sdc
current_design crc_calc

set clk_period 6.6
set clk_io_pct 0.2

create_clock -name clk0 -period $clk_period [get_ports {clk}]

set non_clock_inputs [all_inputs -no_clocks]
set_input_delay [expr $clk_period * $clk_io_pct] -clock clk0 $non_clock_inputs
set_output_delay [expr $clk_period * $clk_io_pct] -clock clk0 [all_outputs]
==> flow report <==
================================================================================
Run status                                                          finished, final reports clean
Routability Congestion                                                    0.9145
GR Util All Layers                                                        0.1386
Horizontal extent of the die                                            178.0 um
Number of cells on the worst reg-to-reg path                                   9
Top cells by area                                                   edfxtp_1 36%, ha_1 10%, xnor2_1 5.6%
Row count                                                                     64
Total power                                                           0.002493 W
Setup repair after global routing missed its margin                           no
Non-Filler Instances                                                        1409
Tool warnings                                                                 25
Crit-path max FO                                                              11
Critical path required time                                              6740 ps
Hold_buf cts                                                                   0
Destination of the critical timing path                               crc_lo[26]
Share of post-route cells with drive strength above 1                    0.06811
Relative slew margins                                                     0.4273
Overall via count from detail_route                                         7169
Area leader share                                                         0.3618
Final period util                                                         0.5985
Data arrival time at the worst-slack endpoint                            4090 ps
Count of state elements after synthesis                                      133
Synthesized netlist cell count                                               948
Number of port buffers                                                        54
Most numerous logic cell after layout                                   edfxtp_1
Synthesized area per cell                                              9.806 um2
Area grow syn2layout                                                      17.43%
Cell count in the Yosys report                                               948
Largest vdd supply drop                                                0.1577 mV
Seq share, synth                                                          0.4070
RR Endpoint                                                            crc32[24]
Area of the die                                                      0.03170 mm2
Distinct cell type count of the synthesized netlist                           66
Achievable clock frequency                                            0.2531 GHz
CTS Root Cell                                                          clkbuf_16
Final Hold Violation Tally                                                     0
Leakage power total                                                     3.940 nW
Most numerous logic cells after layout                              112 x edfxtp_1, 80 x a21oi_1, 78 x ha_1, 73 x nand2_1, 68 x nor2_1
Chip area in the Yosys report                                       0.009296 mm2
Number of top-level pins                                                      55
Maximum clock skew at final layout                                      13.45 ps
Core ar.                                                             0.03051 mm2
Number of cells upsized or downsized after cts                                 0
Global-route wire length before repair                                  33890 um
Final period demand of the worst path                                    3950 ps
Total number of H-tree levels                                                  4
Number of enable-type register cells in the synthesized netlist              112
Height of the die                                                       178.0 um
Summed instance area of the synthesized netlist                     0.009296 mm2
Cell type with the largest total area                                   edfxtp_1
DRC violations left                                                            0
Main flop type                                                          edfxtp_1
Share of the core filled by cells before placement                        0.3047
Category of the most critical setup path                                  in2reg
Total detailed-routing wirelength                                       20410 um
Setup slack on the worst flop-to-flop path                               3530 ps
Max-cap viol count                                                             0
HPWL after detailed placement                                           15710 um
Kind of end point of the critical path                                  register
Total CTS buffers                                                             17
Placed cells                                                                1377
Class of the worst hold path                                             reg2reg
Via count of the first global-routing pass                                  6604
Pin count of the biggest net entering global routing                          52
Routed wire per std cell                                                14.49 um
CTS Sinks                                                                    133
Clk buf depth                                                                  2
Antenna Diode Count                                                            0
Total number of yosys warnings                                                 1
CTS tree                                                                    done
Worst reg2reg path startpoint                                          crc_lo[0]
Starting DRT DRC Count                                                       472
Number of antenna violations at the first check in global routing              0
Final TNS setup                                                             0 ps
# setup viols final                                                            0
Ratio of routed vias to standard cells                                     5.088
Number of buffers inserted by post-CTS setup repair                            0
Worst setup SP type                                                    input pin
Total power density per cell area                                   228.4 mW/mm2
Length of the first detailed-routing pass in iterations                        5
Antenna-violating nets left                                                    0
Fraction of registers with async set/reset                                     0
Final slew viol count                                                          0
Overflow after GRT                                                             0
Slew of the pin with the lowest slew margin                             856.4 ps
Clk Latency, worst-skew pair                                              420 ps
CTS clk-pin slew, worst paths                                              60 ps
Startpoint of the worst setup timing path                                 din[0]
================================================================================
[cell usage after synthesis (all sizes together) (23+ instances only)]
cell / number
edfxtp: 112
a21oi: 81
ha: 78
nand2: 73
o21ai: 72
nor2: 69
xnor2: 59
inv: 33
a211oi: 27
nand3: 27
xor2: 27
clkbuf: 23
[sequential cells by signal (all words and copies together), names as in the netlist]
name / cells
crc16: 16
crc32: 32
crc_calc_state: 5
crc_dout: 16
crc_hi: 32
crc_lo: 32
[stage by stage]
stage | setup WS [ps] | hold WS [ps] | utilization | area [um2]
global route | 2507 | 483.0 | 0.3578 | 10920
floorplan | 2029 | 394.5 | - | 9296
global placement | 2310 | 443.8 | 0.3369 | 10280
finish | 2650 | 461.4 | 0.3578 | 10920
detailed placement | 2265 | 445.5 | 0.3369 | 10280
CTS | 2694 | 466.6 | 0.3578 | 10920
[critical path: stages]
cell	delay, ps
clkdlybuf4s50_1	420
ha_1	250
fa_1	430
a211oi_1	270
o21bai_1	150
a21o_2	260
a221oi_2	350
a21o_1	390
or4_1	180
a21oi_1	60
[power breakdown]
| part | internal (W) | switching [W] | leakage [nW] |
|---|---|---|---|
| Clock | 0.000670 | 0.000353 | 0.303 |
| Combinational | 0.000208 | 0.000272 | 2.43 |
| Sequential | 0.000963 | 0.0000271 | 1.21 |
[worst min-delay path by stage]
| stage | from | to | cells after the start |
|---|---|---|---|
| finish | crc_calc_state[0] | crc_calc_state[0] | 1 |
| global route | crc_calc_state[0] | crc_calc_state[0] | 1 |
| CTS | crc_calc_state[0] | crc_calc_state[0] | 1 |
[per-layer routing]
metal  vias up  wire length [um]  part of all wire  track usage
li1       3687                 -                 -            -
met1      3292             10340              0.51       0.2222
met2       176              8639              0.42       0.2023
met3        14              1210             0.059      0.03194
met4         0               227             0.011      0.01318
met5         -                 0                 0            0
[kinds of logic after synthesis]
group / count (synthesis) / synth area share
AND-OR/OR-AND: 296 / 0.2117
XOR/XNOR: 86 / 0.08102
adder cells (fa/ha/maj): 82 / 0.1136
buffers and inverters: 63 / 0.02678
flip-flops: 133 / 0.4070
multiplexers: 15 / 0.01790
AND/OR/NAND/NOR: 273 / 0.1420
[layout make-up]
cell class / instances / area [um2]
inverters: 33 / 123.9
well taps: 396 / 495.5
multi-input cells: 752 / 5274
clock inverters: 13 / 203.9
fillers: 2964 / 19590
repair buffers: 63 / 603.1
flip-flops and latches: 133 / 3784
clock buffers: 19 / 432.9
Power and IR drop assume default switching activity.
